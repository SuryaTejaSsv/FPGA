==> flow/design.v <==
module datasrc #(parameter xL=65)(
    input clk,
    input resetn,
    input tready,
    output tvalid,
    output  tdata
    );
    localparam infile = "F:/IIT/FPGA/Modulation/inp_bin.dat";
    reg [31:0] mem[0:xL-1];
    localparam S0 = 'd0;
    localparam S1 = 'd1;
    localparam S2 = 'd2;
    localparam S3 = 'd3;
    localparam S4 = 'd4;
    reg [2:0] state, n_state;
    reg [10:0] addr, n_addr;
    reg [31:0] d0, d1, d2, n_d1, n_d2;
    reg valid, n_valid;
    initial $readmemb(infile, mem);
    assign tvalid = valid;
    assign tdata = n_d2;
    always @(posedge clk) begin
        if (~resetn) begin
            state <= S0;
            addr <= 'd0;
            d0 <= 'd0;
            d1 <= 'd0;
            d2 <= 'd0;
            valid <= 0;
        end else begin
            state <= n_state;
            addr <= n_addr;
            d0 <= mem[n_addr];
            d1 <= n_d1;
            d2 <= n_d2;
            valid <= (addr < xL) && n_valid;
        end
    end
    always @(*) begin
        n_d1 = d1;
        n_d2 = d2;
        n_state = state;
        n_addr = addr;
        n_valid = valid;
        case (state)
            S0: begin
                n_addr = 'd0;
                n_state = S1;
                n_valid = 0;
            end
            S1: begin
                n_d1 = d0;
                n_addr = 'd1;
                n_state = S2;
                n_valid = 1;
            end
            S2: begin
                n_d1 = d0;
                n_d2 = d1;
                n_valid = 1;
                if (tready) begin
                    n_addr = addr + 1;  
                    n_state = S2;
                end else begin
                    n_state = S3;
                end
            end
            S3: begin
                if (tready) begin
                    n_addr = addr + 1;
                    n_state = S2;
                end else begin
                    n_state = S3;
                end
            end
            default: begin
                n_state = S0;
            end
        endcase
    end
endmodule
==> flow/run.sh <==
#!/bin/bash
# OpenROAD 26Q1-2900-gdf79404cd8, Yosys 0.63+post, stock flow scripts
make -C /OpenROAD-flow-scripts/flow DESIGN_CONFIG=/design/flow/config.mk WORK_HOME=/design/flow/orfs finish
==> flow/config.mk <==
export PLATFORM = sky130hd
export DESIGN_NAME = datasrc
export DESIGN_NICKNAME = datasrc
export VERILOG_FILES = /design/flow/design.v
export SDC_FILE = /design/flow/constraint.sdc
export NUM_CORES = 4
export LEC_CHECK = 1
export CORE_AREA = 10 10 81 81
export DIE_AREA = 0 0 91 91
export SYNTH_HDL_FRONTEND = slang
==> flow/constraint.sdc <==
current_design datasrc

set clk_period 2.9
set clk_io_pct 0.2

create_clock -name clk0 -period $clk_period [get_ports {clk}]

set non_clock_inputs [all_inputs -no_clocks]
set_input_delay [expr $clk_period * $clk_io_pct] -clock clk0 $non_clock_inputs
set_output_delay [expr $clk_period * $clk_io_pct] -clock clk0 [all_outputs]
==> impl_metrics.toml <==
# synthesis and place-and-route metrics
[clock_network]
h-tree-depth = 1
clock_latency_ns = 0.25
cts_hold_buffers = 0
clk_pin_slew_ns = 0.07
clock-sinks = 17
clockBufferDepth = 2
post_cts_buffers = 0
cts_buffers = 3
cts-root-buf = "clkbuf_8"
cts_tree = "done"
cts-resized-gates = 0

[logic_synthesis]
syn_inst = 87
syn_area_per_cell_sq_um = 8.79
synth_cell_types = 28
ys_seq_share_pct = 44.5
syn_area_sq_um = 764
yosys_area_sq_um = 764
ys.flops = 17
ys_warn_count = 0
yosys.area.top_type = "dfxtp_1"
synth_top_area_share_pct = 44.5
ys_cells = 87
netlist_top_cells_area = "dfxtp_1 45%, nor2_1 6.4%, xnor2_1 4.6%"

[route]
via_per_inst = 3.99
wire_per_inst_um = 9.40
antenna_left = 0
drt_wl_total_um = 1510
route.detailed.drc = 0
diodes = 0
first_pass_iters = 4
drt_iter0_drc = 69
via_count = 642

[critical_path]
worstSetupStartpointType = "input port"
cp-end-kind = "flip-flop"
rr_worst_depth = 4
crit_end = "addr[10]"
crit_fanout = 6
cp.arrival_ns = 2.08
startpoint = "tready"
reg2reg_slack_ns = 1.33
r2r_end = "addr[10]"
r2r-start = "state[1]"
required_ns = 3.09
worstSetupPathType = "input port to flip-flop"

[final_timing]
finalClockSkew_ns = 0.00687
hold_violations = 0
max_freq_mhz = 527
maxSlewViolCount = 0
period_needed_ns = 1.90
period_used_pct = 65.4
max_slew_margin_pct = 55.5
worst_pin_slew_ns = 0.662
fin_tns_setup_ns = 0
final-setup-viol-count = 0
hold_slack_ns = 0.500
rsz0062_at_grt = "false"

[power]
ir_drop_v = 0.000134
powerDensity_nw_per_um2 = 492
p_leak_nw = 0.285
fin_total_pwr_uw = 456
pwr-share-seq_pct = 54.0
p_sw_share_pct = 23.3
p_clk_share_pct = 38.7
switchingPower_uw = 106
p_int_uw = 350
combPwrFrac_pct = 7.3

[job]
tool_warnings = 25
cap_violations = 0

[floorplanning]
die_w_um = 91
core_area_sq_um = 4820
rows = 25
io_pins = 5
dieArea_sq_um = 8280
die_h_um = 91
fp-utilization_pct = 15.9

[place]
portBuffers = 4
hpwl_um = 1090
dpl_cell_area_sq_um = 881
place_congestion = 0.801

[cells_and_area]
layout_top_cells = "17 x dfxtp_1, 13 x nor2_1, 6 x a21oi_1"
stdcell_area_sq_um = 927
layout-drive-gt1-share_pct = 9.57
syn_to_final_growth_pct = 21.3
layout_top_cell = "dfxtp_1"
fillers = 548

[global_route]
antenna_found_initial = 0
grtUsageTotal_pct = 3.71
grt-ovfl-total = 0
grt_pass1_wl_um = 2620
grt_max_degree = 11
grt_pass1_vias = 578

[run_status]
status = "complete, no violations"

[worst_hold_path]
hp-class = "flip-flop to flip-flop"
## synthesized netlist by cell type, drive strengths merged
cell,instances
nor2,13
o41ai,1
o21ai,1
o21bai,1
nor2b,3
nand4,3
clkbuf,1
a22oi,1
nand2,4
nor4,5
xor2,1
or4,3
ha,1
buf,1
nor3,5
nand3,6
xnor2,4
o311ai,1
nand3b,1
and2,2
a21oi,6
o31ai,3
or3,1
inv,1
o21ba,1
dfxtp,17
## critical path, stage by stage
cell and delay (ns):
clkdlybuf4s50_1 0.50, o21bai_2 0.16, nand3_2 0.15, or4_1 0.53
a21oi_1 0.16
## cell type report
cell class | instances | area [sq um] | area share [%]
Clock inverter | 1 | 5.00 | 0.540
Clock buffer | 3 | 41.3 | 4.45
Inverter | 1 | 3.75 | 0.405
Sequential cell | 17 | 340 | 36.7
Tap cell | 67 | 83.8 | 9.04
Timing Repair Buffer | 5 | 47.5 | 5.13
Multi-Input combinational cell | 67 | 405 | 43.7
## layer usage
layer	part of all wire [%]	global-route usage, %	vias to the layer above
li1	-	-	333
met1	51	5.00	296
met2	42	5.55	13
met3	7.4	1.91	0
met4	0	0	0
met5	0	0	-
## worst min path at each step
stage / start / to / depth (start not counted)
5_1_grt: addr[10] / addr[10] / 2
4_1_cts: addr[10] / addr[10] / 2
6_report: addr[10] / addr[10] / 2
## kinds of logic (layout without fill, tap and decap cells)
| group | after synthesis | count (layout) | synth area share [%] |
|---|---|---|---|
| AOI/OAI and AO/OA | 15 | 15 | 13.6 |
| xor gates and xnor gates | 5 | 5 | 5.73 |
| adders and majority gates | 1 | 1 | 1.64 |
| buffers and inverters | 3 | 10 | 2.45 |
| DFF | 17 | 17 | 44.5 |
| and+or+nand+nor | 46 | 46 | 32.1 |
## power by group through the flow
stage | combinational (mW) | clock, mW | sequential, mW
final | 0.0333 | 0.177 | 0.246
after global routing | 0.0378 | 0.191 | 0.248
after CTS | 0.0337 | 0.180 | 0.247
## state kept, by name, summed over array words and instances (netlist names)
register  count
addr         11
state         4
d2            1
tvalid        1
## through the flow
step,worst slack (ns),cells,util (%)
floorplan,1.37,87,-
finish,1.00,161,19.2
global placement,0.800,157,18.3
detailed placement,0.773,157,18.3
global route,0.915,161,19.2
CTS,1.01,161,19.2
No activity file was given, so power comes from the tool's default toggle rates.
