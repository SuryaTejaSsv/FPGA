File: design/flow/constraint.sdc
current_design modulation

set clk_period 1.9
set clk_io_pct 0.2

create_clock -name clk0 -period $clk_period [get_ports {clk}]

set non_clock_inputs [all_inputs -no_clocks]
set_input_delay [expr $clk_period * $clk_io_pct] -clock clk0 $non_clock_inputs
set_output_delay [expr $clk_period * $clk_io_pct] -clock clk0 [all_outputs]
File: design/flow/design.v
`timescale 1ns / 1ps
module modulation(
    input clk,           
    input rst,           
    input x,             
    input tvalid,
    output reg signed [15:0] real_part,  
    output reg signed [15:0] imag_part   
);
reg  position;     
always @(posedge clk or posedge rst) begin
    if (rst) begin
        position <= 1'b1;
         real_part <= 16'd0;  
        imag_part <= 16'd0;  
    end
    else if(tvalid) begin
       position = position + 1;
        if (x == 1'b1) begin
            if (position == 1'b0) begin  
                real_part <= 16'd23171;  
                imag_part <= 16'd23171;  
            end
            else begin  
                real_part <= -16'd23171;  
                imag_part <= 16'd23171;   
            end
        end
        else begin  
            if (position == 1'b0) begin  
                real_part <= -16'd23171;  
                imag_part <= -16'd23171;  
            end
            else begin  
                real_part <= 16'd23171;  
                imag_part <= -16'd23171;  
            end
        end    
    end
end
endmodule
File: design/flow/config.mk
export PLATFORM = sky130hd
export DESIGN_NAME = modulation
export DESIGN_NICKNAME = modulation
export VERILOG_FILES = /design/flow/design.v
export SDC_FILE = /design/flow/constraint.sdc
export NUM_CORES = 4
export LEC_CHECK = 1
export CORE_AREA = 10 10 70 70
export DIE_AREA = 0 0 80 80
export SYNTH_HDL_FRONTEND = slang
File: design/flow/run.sh
#!/bin/bash
# OpenROAD 26Q1-2900-gdf79404cd8, Yosys 0.63+post, stock flow scripts
make -C /OpenROAD-flow-scripts/flow DESIGN_CONFIG=/design/flow/config.mk WORK_HOME=/design/flow/orfs finish
==> changes_impl.md <==
### Changed

- Yosys Chip Area: 436.7 um^2
- FMAX: 0.6036 GHz
- Post-synth regs: 6
- Hold Slack: 0.3617 ns
- Reg-to-Reg Start: position$_DFFE_PP1P_
- Post-CTS setup buffer count: 0
- Drt initial violations: 2
- Yosys cell types: 12
- Largest logic family: buffers and inverters
- Crit Path Max Fanout: 10
- CP Launch Type: flip-flop
- CP Cell Sequence: clkdlybuf4s50_1
- Final non-filler cell area: 656.9 um^2
- Cell Count, Final, Fillers Out: 101
- Layout cells sized above 1: 0.1273
- Max-cap violations: 0
- Vias: 276
- Critical path's largest stage delay: 0.53 ns
- # clock sinks: 6
- CTS H-tree lvls: 1
- Final tally of setup violations: 0
- Worst vdd ir: 0.4072 mV
- Final wirelength: 1.066 mm
- Internal power: 0.5607 mW
- Post-route setup slack: 0.2432 ns
- Vias in the first global route: 271
- Port bufs: 35
- Post-route DRC violation count: 0
- Root Buffer Master: clkbuf_4
- Yosys top cell by area: buf_4
- Vias/cell: 2.733
- Worst Reg-to-Reg Cells: 2
- Clk network pwr share: 0.180
- Pin count of the biggest net entering global routing: 11
- Cycle use final: 0.8720
- Initial antenna violation count: 0
- GRT overflow: 0
- Worst-Skew Late Latency: 0.25 ns
- IO Pins: 36
- Mapped Area: 436.7 um^2
- Syn Inst Count: 44
- CP max-delay cell: clkdlybuf4s50_1
- Max clock buf depth: 2
- Router iterations before antenna repair: 2
- Dominant Register Cell: dfrtp_1
- Post-cts resize count: 0
- Synth async-reset ratio: 1.000
- Seq share, synth: 0.3467
- Fa+ha+maj area frac: 0
- Critical Path RT: 1.52 ns
- Area growth from synthesis to layout: 50.43%
- Yosys stat cell total: 44
- RSZ-0062 raised after global routing: no
- Yosys aoi share: 0.02292
- Sequential share of power: 0.321
- Buf/Inv on CP: 1
- Die extent in y: 80 um
- Crit path kind: reg -> out
- Switching component of the power: 0.1554 mW
- Critical path endpoint category: output pin
- HP Class: in -> async
- CTS clk-pin slew, worst paths: 0.05 ns
- Worst clock skew: 0.005153 ns
- Antenna-violating nets left: 0
- Area leader share: 0.4642
- Setup WS pre-CTS: 0.3799 ns
- FILL cells: 381
- Outcome: completed
- Leakage: 0.2512 nW
- Main area contributors: buf_4 (46%), dfrtp_1 (29%), dfstp_2 (6.0%), mux2_4 (3.4%), buf_6 (2.6%)
- Synth Warn #: 0
- Switching portion of total power: 0.2170
- R2R Path End: real_part[7]$_DFFE_PP0P_
- Reg-to-reg slack, setup: 0.90 ns
- First-pass GRT wire length: 1.545 mm
- Final Critical Period: 1.657 ns
- Slew @ Worst Pin: 0.3030 ns
- Diode count: 0
- PwrDens: 1090 nW/um^2
- Placed inst area: 630.6 um^2
- TNS Setup: 0 ns
- Final hold viol count: 0
- Post-synth EDFFs: 0
- Most common library cells after synthesis: buf_4 (27), dfrtp_1 (5), a21oi_1 (2), nor2_1 (2)
- Simple-gate share of the synthesized area: 0.03152
- All-Layer GR Usage: 0.03047
- Critical Path AT: 1.28 ns
- Chip Area: 6400 um^2
- Final Slew Violations: 0
- Core area: 3416 um^2
- Slew HR: 0.7973
- Final RePlAce weighted congestion: 0.6937
- Syn_area_per_cell: 9.924 um^2
- Synth top cell by count: buf_4
- OpenROAD warnings: 25
- Die width: 80 um
- Synth mux share: 0.06017
- CTS tree: yes
- Detail Placement HPWL: 882.8 um
- Placed Instances: 97
- Wire length per cell: 10.55 um
- XOR/XNOR Area Share: 0.04011
- Comb pwr share: 0.499
- FP Rows: 21
- Cts-stage hold buffer count: 0
- Top Family by Delay on Critical Path: buffers and inverters
- Setup crit start: real_part[8]$_DFFE_PP0P_
- Fp util: 0.1278
- TritonCTS Buffers: 3
==> flip-flops by register name (all words and copies together), names as in the netlist <==
| signal | flops |
|---|---|
| imag_part | 2 |
| real_part | 3 |
| position | 1 |
==> worst max path at each step <==
stage / to / slack [ns] / cells past startpoint
CTS: real_part[6] / 0.20 / 1
finish: real_part[8] / 0.24 / 1
global route: real_part[3] / 0.15 / 1
==> layout make-up <==
| type | instances | area, um^2 | area share |
|---|---|---|---|
| Clock buffer | 4 | 26.28 | 0.04000 |
| Inverter | 1 | 3.754 | 0.005714 |
| Multi-Input combinational cell | 9 | 67.56 | 0.1029 |
| Sequential cell | 6 | 151.4 | 0.2305 |
| Tap cell | 46 | 57.56 | 0.08762 |
| Timing Repair Buffer | 35 | 350.3 | 0.5333 |
==> kinds of logic after synthesis <==
| family | after synthesis |
|---|---|
| and+or+nand+nor | 3 |
| muxes | 2 |
| DFF | 6 |
| buffers and inverters | 29 |
| xor gates and xnor gates | 2 |
| AOI/OAI and AO/OA | 2 |
==> stage by stage <==
step | utilization | power (mW)
floorplan | - | 0.4355
global placement | 0.1846 | 0.5984
detailed placement | 0.1846 | 0.6036
CTS | 0.1923 | 0.7403
global route | 0.1923 | 0.7738
finish | 0.1923 | 0.7161
==> routing by layer <==
layer / part of all wire / track usage
met1: 0.38 / 0.03567
met2: 0.39 / 0.04575
met3: 0.22 / 0.02045
met4: 0 / 0.005282
met5: 0 / 0
==> power groups by stage <==
| stage | clock [mW] | combinational [mW] | sequential [mW] |
|---|---|---|---|
| CTS | 0.136 | 0.369 | 0.235 |
| global route | 0.147 | 0.382 | 0.244 |
| finish | 0.129 | 0.357 | 0.230 |
==> cells in the final DEF (no fill, tap or decap) <==
| master | netlist | routed |
|---|---|---|
| a21oi_1 | 2 | 2 |
| clkbuf_1 | 0 | 1 |
| clkbuf_4 | 0 | 3 |
| clkdlybuf4s50_1 | 0 | 35 |
| dfrtp_1 | 5 | 5 |
| dfstp_2 | 1 | 1 |
| inv_1 | 1 | 1 |
| mux2_2 | 1 | 1 |
| mux2_4 | 1 | 1 |
| nor2_1 | 2 | 2 |
| or2_2 | 1 | 1 |
| xnor2_1 | 1 | 1 |
| xor2_1 | 1 | 1 |
Power figures rest on the tool's default switching activity, not on a simulated workload.
