===== flow/run.sh =====
#!/bin/bash
# OpenROAD 26Q1-2900-gdf79404cd8, Yosys 0.63+post, stock flow scripts
make -C /OpenROAD-flow-scripts/flow DESIGN_CONFIG=/design/flow/config.mk WORK_HOME=/design/flow/orfs finish

===== flow/config.mk =====
export PLATFORM = sky130hd
export DESIGN_NAME = layer_mapping
export DESIGN_NICKNAME = layer_mapping
export VERILOG_FILES = /design/flow/design.v
export SDC_FILE = /design/flow/constraint.sdc
export NUM_CORES = 4
export LEC_CHECK = 1
export CORE_AREA = 10 10 395 395
export DIE_AREA = 0 0 405 405
export SYNTH_HDL_FRONTEND = slang

===== flow/constraint.sdc =====
current_design layer_mapping

set clk_period 1.0
set clk_io_pct 0.2

create_clock -name clk0 -period $clk_period [get_ports {clk}]

set non_clock_inputs [all_inputs -no_clocks]
set_input_delay [expr $clk_period * $clk_io_pct] -clock clk0 $non_clock_inputs
set_output_delay [expr $clk_period * $clk_io_pct] -clock clk0 [all_outputs]

===== flow/design.v =====
`timescale 1ns / 1ps
module layer_mapping(
input clk,
input  [0:255] codeword0 ,
input [0:255] codeword1,  
output reg [0:63] layer1,
output reg [0:63] layer2,
output reg [0:63] layer3,
output reg [0:63] layer4,
output reg [0:63] layer5,
output reg [0:63] layer6,
output reg [0:63] layer7,
output reg [0:63] layer8  
);
always @(posedge clk) begin
    layer1[0:63] <= {codeword0[0:31],codeword0[128:159]};
    layer2[0:63] <=  {codeword0[32:63],codeword0[160:191]};
    layer3[0:63] <= {codeword0[64:95],codeword0[192:223]};
    layer4[0:63] <= {codeword0[96:127],codeword0[224:255]};
    layer5[0:63] <= {codeword1[0:31],codeword1[128:159]};
    layer6[0:63] <=  {codeword1[32:63],codeword1[160:191]};
    layer7[0:63] <= {codeword1[64:95],codeword1[192:223]};
    layer8[0:63] <= {codeword1[96:127],codeword1[224:255]};       
end
endmodule

==> flow_summary.yaml <==
# flow metrics
setup_path:
  crit_type: "reg -> out"
  crit_start: "layer8[1]$_DFF_P_"
  start_kind: "flip-flop"
  end_kind: "primary output"
  cp_slowest_stage_delay_ns: 0.36
  slowest_stage: "dfxtp_4"
  crit_chain: "buf_12"
  critical_path.top_delay_family: "flip-flops"
  critPathArrivalTime_ns: 1.14
  worstPathBufferInverterCount: 1
  path_max_fanout: 1
  worstPathRequired_ns: 0.80
floorplan:
  die_w_um: 405
  dieArea_um2: 164000
  fp-utilization_pct: 6.95
  rows: 141
  pin_count: 1025
  core_um2: 147000
  die_y_um: 405
drt:
  ant_nets: 0
  vias: 10200
  drc_errors: 0
  first_pass_iters: 4
  wirelength_um: 70600
  first_iter_violations: 452
  viasPerCell: 2.54
  wl_per_cell_um: 17.6
clocking:
  cts_sinks: 512
  cts_buffer_depth: 3
  cts_tree: "yes"
  clockRootBuffer: "clkbuf_16"
  clk_pin_slew_ns: 0.06
  cts_made_buffers: 59
  htree_levels: 2
synth:
  synth_top_area_share_pct: 100
  yosys_warnings: 0
  synth_cell_type_count: 1
  avgSynthCellArea_um2: 20.0
  largest_area_cell: "dfxtp_1"
  seq_area_frac_synth_pct: 100
  ys_chip_area_um2: 10200
  synth_area_um2: 10200
  synthCells: 512
  ys_ff: 512
  ys_cells: 512
  topCellsByArea: "dfxtp_1 100%"
flow_run:
  max_cap_viol_count: 0
  warning_count: 27
sta:
  slew-limit-headroom_pct: 79.7
  hold_violations: 0
  max_freq_mhz: 748
  tns_ns: -127.64
  slew_violations: 0
  fin_ws_ns: -0.337
  finalClockPeriodUsage_pct: 134
  finalSetupViolations: 512
  tightest_slew_ns: 0.304
  rsz0062_at_grt: "true"
  period_needed_ns: 1.34
place:
  place_congestion: 0.907
  placed_cell_area_um2: 23000
  place_ws_ns: -0.133
  portBuffers: 1024
  dp_hpwl_um: 53000
status:
  violations: "negative setup slack"
  status: "complete, but fails checks"
power_and_ir_drop:
  p_total_mw: 49.4
  max-vdd-ir-drop_uv: 1410
  p_leak_nw: 11.3
  power_density_nw_per_um2: 1800
hold_path:
  whs_path_depth: 1
  hold_path_end: "layer7[23]$_DFF_P_"
  worstHoldStart: "codeword1[87]"
  hp-class: "in -> reg"
cells_and_area:
  final_util_pct: 18.6
  mi_logic_area_um2: 0
  final-seq-area_um2: 10500
  postLayoutCellArea_um2: 27400
  fillers: 15800
  layout-drive-gt1-share_pct: 37.7
  syn2layout_area_growth_pct: 167
  multiInputCombCellCount: 0
global_routing:
  antenna_found_initial: 43
  grt-ovfl-total: 0
  grt_pass1_wl_um: 92400
  grt_max_degree: 16
  grt_use_total_pct: 8.04
  grt_pass1_vias: 11200
==> how the worst max path moves through the flow <==
stage | end | slack, ns | cells after the start
CTS | layer7[3] | -0.44 | 1
finish | layer8[1] | -0.34 | 1
global route | layer7[3] | -0.41 | 1
==> timing repair <==
item / 4_1_cts / 5_1_grt
hold buffers: 420 / 1
endpoints found under the setup margin: 512 / 512
buffers inserted: 0 / 0
endpoints found under the hold margin: 420 / 1
pin swaps: 0 / 0
gates resized: 1834 / 82
==> state kept, by name, indices dropped and copies added (netlist names) <==
name and flops:
layer1 64, layer2 64, layer3 64, layer4 64, layer5 64, layer6 64, layer7 64, layer8 64
==> cell usage after synthesis <==
master	number
dfxtp_1	512
==> power by group <==
| group | internal, mW | switching, mW |
|---|---|---|
| clock network | 13.3 | 9.19 |
| logic | 3.69 | 1.35 |
| registers | 21.6 | 0.321 |
| total | 38.5 | 10.9 |
==> per-stage QoR <==
stage / instances / hold WS (ns)
6_report: 4014 / 0.0560
5_1_grt: 4003 / 0.00617
4_1_cts: 3995 / 0.000980
3_5_place_dp: 3470 / 0.634
3_3_place_gp: 3470 / 0.636
2_1_floorplan: 512 / 0.228
==> metal layers <==
layer / track usage (%) / routed length, µm / vias up
met2: 13.5 / 34400 / 729
met3: 5.03 / 10200 / 130
met4: 2.17 / 2310 / 32
li1: - / - / 4648
met1: 8.31 / 23500 / 4648
met5: 0 / 295 / -
==> layout by cell type, fill, tap and decap left out, types with 5 or more instances in the layout <==
cell type        netlist  routed
clkdlybuf4s50_1        0     512
buf_12                 0       9
dfxtp_1              512     347
buf_6                  0      59
diode_2                0      18
dlygate4sd3_1          0     421
clkbuf_8               0      11
clkbuf_1               0       7
buf_2                  0     444
dfxtp_4                0       5
inv_6                  0       6
clkbuf_16              0      61
dfxtp_2                0     160
clkinv_2               0       5
bufinv_16              0       5
==> cells by family after synthesis <==
| family | after synthesis | synth area share (%) |
|---|---|---|
| flops | 512 | 100 |
==> cell type report <==
cell class / count / share of cell area, %
diodes: 18 / 0.164
clock buffers: 79 / 6.22
clock inverters: 26 / 1.18
flip-flops and latches: 512 / 38.2
well taps: 1930 / 8.82
repair buffers: 1449 / 45.4
Power is estimated from default activity; no workload was simulated.
